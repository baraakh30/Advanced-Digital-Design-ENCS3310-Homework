<file path="./config.mk">
export PLATFORM = sky130hd
export DESIGN_NAME = BCD_7Segment_driver
export DESIGN_NICKNAME = BCD_7Segment_driver
export VERILOG_FILES = /design/flow/design.v
export SDC_FILE = /design/flow/constraint.sdc
export NUM_CORES = 4
export LEC_CHECK = 1
export CORE_AREA = 10 10 70 70
export DIE_AREA = 0 0 80 80
</file>
<file path="./constraint.sdc">
current_design BCD_7Segment_driver

set clk_period 1.3
set clk_io_pct 0.2

create_clock -name clk0 -period $clk_period

set non_clock_inputs [all_inputs -no_clocks]
set_input_delay [expr $clk_period * $clk_io_pct] -clock clk0 $non_clock_inputs
set_output_delay [expr $clk_period * $clk_io_pct] -clock clk0 [all_outputs]
</file>
<file path="./design.v">
module BCD_7Segment_driver (
  input [3:0] bcd_input,
  output reg [6:0] segment_output
);
always @* begin
  case (bcd_input)
    4'b0000: segment_output = 7'b0111111;   
    4'b0001: segment_output = 7'b0000110;   
    4'b0010: segment_output = 7'b1011011;   
    4'b0011: segment_output = 7'b1001111;   
    4'b0100: segment_output = 7'b1100110;   
    4'b0101: segment_output = 7'b1101101;   
    4'b0110: segment_output = 7'b1111101;   
    4'b0111: segment_output = 7'b0000111;   
    4'b1000: segment_output = 7'b1111111;   
    4'b1001: segment_output = 7'b1101111;   
    default: segment_output = 7'b1111111;   
  endcase
end
endmodule
</file>
<file path="./run.sh">
#!/bin/bash
# OpenROAD 26Q1-2900-gdf79404cd8, Yosys 0.63+post, stock flow scripts
make -C /OpenROAD-flow-scripts/flow DESIGN_CONFIG=/design/flow/config.mk WORK_HOME=/design/flow/orfs finish
</file>
==> Slide: Implementation Results <==
Implementation Results

Layout
  • Reg area: 0 um2
  • Filler instances: 391
  • # clk buffers: 0
  • Share of layout cells above drive strength 1: 65.9%
  • Flop count: 0
  • Top Layout Cells: 5 x buf_2, 5 x buf_6
  • Layout area overhead: 148%
  • Final instance area: 497 um2

Routing
  • Via count: about 230
  • Wirelength per Cell: 8.60 um
  • Vias per cell: around 2.6
  • Detail Route Antenna Nets: 0
  • Drt pass-1 iters: 2
  • Drc violations: 0
  • Detailed Route WL: 774 um
  • Detailed Route Iter0 Violations: 3
  • N_diodes: 0

Final timing
  • Worst slew pin tran: around 0.19 ns
  • Period utilization: a little under 100%
  • Post-layout min period: between 1 and 1.5 ns
  • Worst rel slew slack: 87.4%
  • Fin. Hold Viols: 0
  • RSZ-0062 raised after global routing: yes
  • Max Freq: 777 MHz
  • Setup violators final: 0
  • Setup ws final: 0.0138 ns
  • Pins Over Slew Limit: 0

Yosys
  • Total number of yosys warnings: 1
  • Seq share, synth: 0%
  • Synth unique cells: 12
  • Ys cells: 26
  • Area reported by Yosys stat: 200 um2
  • Synth Area per Inst: a little under 8 um2
  • Mapped Cells: 26
  • Mapped Area: 200 um2

Global routing
  • Gr ovfl total: 0
  • GR Util met2: 3.45%
  • Met3 Use GR: about 1.1%
  • Pin count of the biggest net entering global routing: 7
  • Initial antenna violation count: 0
  • First-pass GRT wire length: 1240 um
  • Global-route met1 utilization: 3.23%
  • Most used routing layer: met2
  • Vias in the first global route: roughly 250
  • GRT Util Overall: 2.36%

Min path
  • Worst hold path class: primary input to output pin
  • Worst hold path depth: 5
  • Hold Path Sink: segment_output[6]
  • Hold Crit Start: bcd_input[1]

Placed design
  • Dpl ws: -0.863 ns
  • Routability Congestion: a little under 0.8
  • Post-DP HPWL: 611 um
  • Port Buffers: 11
  • Placed inst area: 402 um2

Critical path
  • WS Path Type: primary input to output pin
  • Crit end category: output pin
  • Crit path max fanout: 3
  • Worst setup SP type: primary input
  • Critical Path RT: 1.04 ns
  • Crit path DAT: between 1 and 1.5 ns

Die
  • Boundary Pins: 11
  • Area of the die: approximately 0.0064 mm2
  • Num rows: 21
  • Core Area: 0.00342 mm2
  • Die height: ~80 um
  • Die X-Extent: 80 um
  • Floorplan utilization: 5.86%

Run
  • Max-Cap Viols: 0
  • Tool warnings: 39

Pwr
  • PwrDens: approximately 250 mW/mm2
  • Total leakage power: 0.204 nW
  • Maximum vdd drop: 82.5 uV

Outcome
  • Status: completed
## logic make-up after synthesis
kind of cell	Yosys count	share of synthesized area, %
simple gates	11	31.2
buf+inv	4	11.2
fa+ha+maj	6	37.5
compound gates	5	20.0
## how the worst max path moves through the flow
stage             from  depth (start not counted)                 to  slack [ns]
6_report  bcd_input[1]                          8  segment_output[4]        0.01
4_1_cts   bcd_input[1]                          8  segment_output[5]       -0.01
5_1_grt   bcd_input[1]                          8  segment_output[4]       -0.02
## cell usage after synthesis, drive strengths merged
| cell | number | area share [%] |
|---|---|---|
| ha | 6 | 37 |
| nor2 | 4 | 7.5 |
| inv | 3 | 5.6 |
| nand2b | 3 | 13 |
| a21o | 2 | 7.5 |
| nand2 | 2 | 3.8 |
| o21ai | 2 | 5.0 |
| a2bb2oi | 1 | 7.5 |
| and2 | 1 | 4.4 |
| buf | 1 | 5.6 |
| nand3 | 1 | 2.5 |
## worst max-delay path: stages
cell       delay, ns
buf_8           0.11
inv_8           0.05
buf_6           0.09
ha_4            0.12
nand2b_4        0.06
buf_6           0.11
a2bb2oi_2       0.12
buf_2           0.11
## timing repair
| action | 4_1_cts | 5_1_grt |
|---|---|---|
| endpoints found under the setup margin | 7 | 5 |
| hold buffers | 0 | 0 |
| buffers inserted | 3 | 0 |
| pin swaps | 5 | 7 |
| resized | 53 | 8 |
## cell type report
class | count | area, um2 | area share, %
Timing Repair Buffer | 19 | 174 | 35.0
Inverter | 3 | 23.8 | 4.79
Tap cell | 46 | 57.6 | 11.6
Multi-Input combinational cell | 22 | 241 | 48.6
## through the flow
stage               TNS [ns]  hold WS [ns]  std cells  utilization (%)  total power, mW
finish                     0         0.963         90             14.5            0.127
global route         -0.0380         0.990         90             14.5            0.139
CTS                  -0.0251         0.972         91             14.0            0.118
detailed placement     -5.21          1.62         88             11.8           0.0974
global placement       -5.06          1.60         88             11.8           0.0951
floorplan                  0         0.561         26                -           0.0375
## report_power, final
| part | switching, mW | total (mW) | internal (mW) |
|---|---|---|---|
| sequential | 0 | 0 | 0 |
| combinational | 0.0508 | 0.127 | 0.0757 |
| clock | 0 | 0 | 0 |
| total | 0.0508 | 0.127 | 0.0757 |
## routing by layer
metal  up-vias  wire length (um)
met5         -                 0
li1        118                 -
met3         0               105
met1       105               387
met2         9               281
met4         0                 0
Power is estimated from default activity; no workload was simulated.
